--- flow/constraint.sdc ---
current_design mux256to1v

set clk_period 6.0
set clk_io_pct 0.2

create_clock -name clk0 -period $clk_period

set non_clock_inputs [all_inputs -no_clocks]
set_input_delay [expr $clk_period * $clk_io_pct] -clock clk0 $non_clock_inputs
set_output_delay [expr $clk_period * $clk_io_pct] -clock clk0 [all_outputs]
--- flow/run.sh ---
#!/bin/bash
# OpenROAD 26Q1-2900-gdf79404cd8, Yosys 0.63+post, stock flow scripts
make -C /OpenROAD-flow-scripts/flow DESIGN_CONFIG=/design/flow/config.mk WORK_HOME=/design/flow/orfs finish
--- flow/config.mk ---
export PLATFORM = sky130hd
export DESIGN_NAME = mux256to1v
export DESIGN_NICKNAME = mux256to1v
export VERILOG_FILES = /design/flow/design.v
export SDC_FILE = /design/flow/constraint.sdc
export NUM_CORES = 4
export LEC_CHECK = 1
export CORE_AREA = 10 10 399 399
export DIE_AREA = 0 0 409 409
--- flow/design.v ---
module mux256to1v(
    input [1024: 0] in,
    input [7:0]     sel,
    output [3:0]    out
);
    assign out = in[sel * 4 + 3 -: 4];
endmodule
==> summary.txt <==
impl run done, here's what came out: Worst Path Max Fanout 48, XOR-XNOR Cells, Area Fraction 0%, post-CTS setup buffer count 0, Critical Path Start sel[1], Final GP Congestion 1.00, grt total ovfl 0, Seq cells 0, minimum clock period 5720 ps, Finished Layout Cells 3,840, status complete, no violations, Worst IR Drop VDD 34.0 uV, top sig layer met5, DR pass1 iterations 8, period utilisation layout 95.3%, Max Cap Viol 0, Data required, critical path 4800 ps, slew margin rel. 40.1%, # port buffers 1,036, WP data arrival 4520 ps, yosys synthesis chip area 8610 um^2, first-pass GRT wire length 139 mm, Adder Share, Synth 0%, die height 409 um, DRC 0, OpenROAD warnings 33, Vias 12,500, worst slack at placement -168 ps, Post-Synth AOI/OAI Area 18.2%, YS warnings 0, area fraction in mux cells 65.8%, DIE WIDTH 409 um, # clk buffers 0, fillers 16,900, DR WL met2 56.6 mm, RSZ-0062 raised after global routing no, Final Max Tran Viols 0, crit end category output port, Seq share, synth 0%, cell count in the Yosys report 794, Hold Path Class in -> out, Floorplan Utilization 5.74%, vias in the first global route 14,000, Post-Syn Area 8610 um^2, actual slew at the worst max-slew pin 892 ps, Logic family by area multiplexers, Post-Synthesis Cells 794, Final setup viols 0, setup slack after layout 285 ps, gr usage total 12.6%, vias per cell 3.26, average cell area after synthesis 10.8 um^2, distinct lib cells 49, internal power component 0.972 mW, Switching Fraction 39.0%, post-route setup TNS 0 ps, dpl cells 3,832, # rows 142, Lkg Pwr 7.20 nW, initial antenna violation count 31, NetSw 0.621 mW, IO Pins 1,037, Met1 Wirelength 43.0 mm, PD cells 73.2 nW/um^2, Final ANT Viol Nets 0, share of cells above drive strength 1 17.5%, fmax 0.175 GHz, Hold Fails Final Rpt 0, drt wl/cell 28.6 um, crit path kind in -> out, largest net degree at the start of global routing 53, metal3 WL 8.87 mm, Core Footprint 150,000 um^2, hpwl dp 100 mm, total die size 167,000 um^2, Simple-Gate Area Share 8.09%, Flop area 0 um^2, critical path startpoint category input port, Area Overhead vs Synth 153%, initial drt markers 778, drt total wl 110 mm, logic area 7960 um^2, end point of the critical path out[3]
## final cells by class
type / instances / area share, %
diodes: 8 / 0.0920
inverters: 2 / 0.0460
multi-input cells: 688 / 36.6
well taps: 2016 / 11.6
repair buffers: 1126 / 51.7
## cells in the final DEF (no fill, tap or decap), types with 19 or more instances in the layout
master,count
buf_4,75
a211oi_1,22
a22oi_1,46
o22ai_1,34
o221ai_1,21
nand2_1,19
nor3_1,28
a21oi_1,40
mux2i_1,139
clkdlybuf4s50_1,1027
mux4_2,185
## cell families (layout without fill, tap and decap cells)
| logic type | Yosys count | count (layout) |
|---|---|---|
| AND/OR/NAND/NOR | 131 | 131 |
| buffers and inverters | 106 | 1128 |
| other | 0 | 8 |
| AND-OR/OR-AND | 224 | 224 |
| multiplexers | 333 | 333 |
## power groups by stage
stage,sequential [mW],clock (mW),combinational (mW)
after CTS,0,0,1.65
after global routing,0,0.0000000223,1.70
## metrics by stage
| stage | hold WS, ps | util (%) | power (mW) | area, um^2 |
|---|---|---|---|---|
| after detailed placement | 3720 | 14.5 | 1.64 | 21700 |
| after floorplan | 2680 | - | 0.524 | 8610 |
| final | 3510 | 14.5 | 1.59 | 21800 |
| after CTS | 3690 | 14.5 | 1.65 | 21700 |
| after global placement | 3690 | 14.5 | 1.64 | 21700 |
| after global routing | 3690 | 14.5 | 1.70 | 21700 |
## per-layer routing
layer  vias to the layer above  GRT usage, %
li1                       5554             -
met1                      6167          15.6
met2                       716          22.6
met3                        52          3.56
met4                        16         0.928
met5                         -             0
## synth_stat cells (4+ instances only)
| library cell | instances | area share [%] |
|---|---|---|
| mux4_2 | 185 | 48 |
| nor3_1 | 29 | 1.7 |
| buf_6 | 23 | 3.0 |
| nand2_1 | 20 | 0.87 |
| nor3_2 | 4 | 0.46 |
| and2_1 | 9 | 0.65 |
| nand3_1 | 6 | 0.35 |
| mux2_2 | 8 | 1.0 |
| nand2b_1 | 11 | 0.80 |
| buf_1 | 5 | 0.22 |
| or3_1 | 5 | 0.36 |
| buf_4 | 10 | 0.87 |
| o22ai_1 | 34 | 2.5 |
| a32o_1 | 4 | 0.46 |
| buf_8 | 4 | 0.70 |
| o211ai_1 | 4 | 0.35 |
| a21oi_1 | 40 | 2.3 |
| buf_2 | 27 | 1.6 |
| nor4_1 | 7 | 0.51 |
| a211o_1 | 4 | 0.41 |
| a211oi_1 | 25 | 2.2 |
| clkbuf_1 | 34 | 1.5 |
| o41ai_1 | 4 | 0.41 |
| nor2b_1 | 11 | 0.80 |
| nor2_1 | 19 | 0.83 |
| a31oi_1 | 12 | 0.87 |
| a22oi_1 | 46 | 4.0 |
| o21ai_0 | 13 | 0.76 |
| mux2i_1 | 139 | 16 |
| o221ai_1 | 21 | 2.1 |
## worst min path at each step
stage | startpoint | to | slack [ps] | cells past startpoint
CTS | sel[7] | out[2] | 3690 | 5
global route | sel[7] | out[2] | 3690 | 5
finish | sel[7] | out[2] | 3510 | 5
## worst max-delay path, cell delays in order
cell and delay [ps]:
buf_8 380, buf_12 320, mux4_2 320, nor2_1 40, or3_1 350, a31oi_1 490, nor4_1 140, buf_4 180
o211ai_1 320, clkdlybuf4s50_1 630
## timing repair
action / 4_1_cts / 5_1_grt
hold buffers: 0 / 0
hold endpoints to repair: 0 / 0
gates resized: 3 / 0
setup endpoints to repair: 2 / 0
Power figures rest on the tool's default switching activity, not on a simulated workload.
