===== /design/flow/config.mk =====
export PLATFORM = sky130hd
export DESIGN_NAME = bcdadd100
export DESIGN_NICKNAME = bcdadd100
export VERILOG_FILES = /design/flow/design.v
export SDC_FILE = /design/flow/constraint.sdc
export NUM_CORES = 4
export LEC_CHECK = 1
export CORE_AREA = 10 10 461 461
export DIE_AREA = 0 0 471 471

===== /design/flow/constraint.sdc =====
current_design bcdadd100

set clk_period 74.4
set clk_io_pct 0.2

create_clock -name clk0 -period $clk_period

set non_clock_inputs [all_inputs -no_clocks]
set_input_delay [expr $clk_period * $clk_io_pct] -clock clk0 $non_clock_inputs
set_output_delay [expr $clk_period * $clk_io_pct] -clock clk0 [all_outputs]

===== /design/flow/design.v =====
module bcdadd100(
    input [399:0]  a, b,
    input          cin,
    output         cout,
    output [399:0] sum
);
    wire [99:0] cout_wires;
    genvar i;
        bcd_fadd fadd0(a[3:0], b[3:0], cin, cout_wires[0], sum[3:0]);
    generate 
        for (i = 1; i < 100; i = i +1 ) begin : fadd_400
            bcd_fadd fadd0( a[ (i *4) + 3 : i *4],
                            b[ (i *4) + 3 : i *4],
                            cout_wires[ i-1 ],
                            cout_wires[ i ],
                            sum[ (i *4) + 3 : i *4] );
        end
    endgenerate
    assign cout = cout_wires[99];
endmodule
module bcd_fadd(
    input [3:0] a,
    input [3:0] b,
    input       cin,
    output [3:0] sum,
    output       cout
);
    assign {cout, sum} = a + b + cin;
endmodule

===== /design/flow/run.sh =====
#!/bin/bash
# OpenROAD 26Q1-2900-gdf79404cd8, Yosys 0.63+post, stock flow scripts
make -C /OpenROAD-flow-scripts/flow DESIGN_CONFIG=/design/flow/config.mk WORK_HOME=/design/flow/orfs finish

==> impl_metrics.yaml <==
# physical design summary
finish:
  ff_count: 0
  layoutNonFillerInstCount: 4998
  area_growth_pct: 89.55
  logic_area_mm2: 0.008915
  seq_area_um2: 0
  n_clock_buffer: 0
  fillerInstances: 23250
  drive_gt1_frac: 0.02912
  utilization: 0.1111
timing:
  rsz0062_at_grt: "true"
  hold_viol: 0
  hold-worst-slack_ps: 30540
  setup_violations: 12
  fmax_mhz: 12.62
  slew_violations: 0
  tightest_slew_ps: 662.5
  maxSlewHeadroom: 0.5569
  period_needed_ps: 79250
  fin_crit_sh: 1.065
  setup_ws_ps: -4846
synthesis:
  netlist.area_leader.share: 0.3166
  avgSynthCellArea_um2: 7.919
  largest_area_cell: "ha_1"
  syn_inst: 1497
  synthTopCellsByArea: "ha_1, buf_4, fa_1"
  ys_area_mm2: 0.01186
  yosysSeqAreaShare: 0
  synth.distinct_cells: 9
  yosys.cell_count.top_type: "buf_4"
  ys_top_cells_by_count: "buf_4, ha_1, inv_1, a21oi_1"
  synthesis.area_mm2: 0.01186
  yosysCellCount: 1497
  yosysWarnings: 200
global_route:
  overflow: 0
  grt_usage: 0.1141
  grt_pass1_vias: 13170
  grt_max_degree: 3
  antenna_found_initial: 229
  grt_pass1_wl_mm: 157.8
place:
  place_inst: 4973
  gp_congestion: 0.9254
  dp_hpwl_mm: 128.7
  portBuffers: 902
worst_hold_path:
  worstHoldStart: "b[396]"
  hold_depth: 3
  hp-class: "input pin to primary output"
die:
  core_area_mm2: 0.2023
  die_y_um: 471
  num_rows: 165
  initCoreUtil: 0.05860
  die_area_mm2: 0.2218
  num_io_pins: 1202
  die_w_um: 471
job:
  warning_count: 35
  cap_violations: 0
drt:
  avgRoutedWirePerCell_um: 26.19
  firstDrtPassIters: 4
  ant_nets: 0
  drc_errors: 0
  drt_wl_total_mm: 130.9
  drt_iter0_drc: 360
  via_per_inst: 2.577
  via_count: 12880
clock_network:
  postCtsSetupBuffers: 0
  cts_hold_buf: 0
setup_path:
  cp_top_family: "adder cells"
  arrival_ps: 64370
  critPathRequiredTime_ps: 59520
  worst-path-max-fanout: 2
  timing.critical_path.buf_inv: 6
  critPathLaunch: "a[0]"
  crit_path_top_delay_cell: "fa_2"
  start_kind: "input pin"
  crit_cells: 108
  crit_type: "input pin to primary output"
  crit_top_cell: "fa_1"
  cp-end-kind: "primary output"
  cpPeakStageDelay_ps: 720
power:
  powerDensity_mw_per_mm2: 34.52
  peakVddDrop_uv: 62.88
  leakagePower_uw: 0.009791
run_status:
  status: "complete, but fails checks"
  violations: "negative setup slack"
==> metal layers <==
| metal | global-route usage | vias to the layer above | part of all wire |
|---|---|---|---|
| li1 | - | 5744 | - |
| met1 | 0.1272 | 5599 | 0.37 |
| met2 | 0.2002 | 1083 | 0.48 |
| met3 | 0.05893 | 356 | 0.12 |
| met4 | 0.009634 | 98 | 0.021 |
| met5 | 0 | - | 0.0051 |
==> cells in the final DEF (no fill, tap or decap), drive strengths merged <==
| cell | n |
|---|---|
| a21oi | 200 |
| inv | 296 |
| o21ai | 100 |
| diode | 25 |
| conb | 300 |
| buf | 15 |
| ha | 300 |
| fa | 100 |
| dlygate4sd2 | 1 |
| clkdlybuf4s50 | 886 |
| dlymetal6s2s | 1 |
| nand2 | 100 |
| clkbuf | 2 |
==> per-stage QoR <==
| stage | cell area [um^2] | total power, uW | worst slack [ps] | setup TNS [ps] |
|---|---|---|---|---|
| after global routing | 22430 | 907.6 | -6381 | -54360 |
| after floorplan | 12980 | 420.3 | -1692 | -5331 |
| after global placement | 22400 | 804.5 | -6917 | -61460 |
| final | 22470 | 775.7 | -4846 | -33780 |
| after detailed placement | 22400 | 813.4 | -7171 | -64760 |
| after CTS | 22420 | 846.0 | -5905 | -43720 |
==> where the power goes <==
part / total (uW) / switching [uW] / leakage, uW / internal [uW]
registers: 0 / 0 / 0 / 0
clock network: 0.0000987 / 0 / 0.000000158 / 0.0000986
logic: 776 / 413 / 0.00979 / 363
==> path summary, 6_finish.rpt <==
kind / end
worst min-delay path: cout
worst max-delay path: sum[396]
==> cell type report <==
class | count | share of cell area
Multi-Input combinational cell | 1100 | 0.3967
Tap cell | 2672 | 0.1488
Inverter | 296 | 0.04944
Timing Repair Buffer | 905 | 0.4023
Antenna cell | 25 | 0.002784
==> kinds of logic (layout without fill, tap and decap cells) <==
group | count (synthesis) | after routing | synth area share
buffers and inverters | 696 | 1201 | 0.3470
and+or+nand+nor | 100 | 100 | 0.03166
AOI/OAI and AO/OA | 300 | 300 | 0.1355
other | 1 | 325 | 0.0003163
adders and majority gates | 400 | 400 | 0.4855
==> timing repair <==
item                                    CTS  global route
pin swaps                                 6             6
cloned                                    0             0
resized                                  55            11
endpoints found under the setup margin   15            15
No activity file was given, so power comes from the tool's default toggle rates.
