### flow/constraint.sdc
current_design popcount255

set clk_period 14.9
set clk_io_pct 0.2

create_clock -name clk0 -period $clk_period

set non_clock_inputs [all_inputs -no_clocks]
set_input_delay [expr $clk_period * $clk_io_pct] -clock clk0 $non_clock_inputs
set_output_delay [expr $clk_period * $clk_io_pct] -clock clk0 [all_outputs]
### flow/config.mk
export PLATFORM = sky130hd
export DESIGN_NAME = popcount255
export DESIGN_NICKNAME = popcount255
export VERILOG_FILES = /design/flow/design.v
export SDC_FILE = /design/flow/constraint.sdc
export NUM_CORES = 4
export LEC_CHECK = 1
export CORE_UTILIZATION = 30
### flow/run.sh
#!/bin/bash
# OpenROAD 26Q1-2900-gdf79404cd8, Yosys 0.63+post, stock flow scripts
make -C /OpenROAD-flow-scripts/flow DESIGN_CONFIG=/design/flow/config.mk WORK_HOME=/design/flow/orfs finish
### flow/design.v
module popcount255(
    input [254:0] in,
    output [7:0] out
);
integer i;
    always @(*) begin
       out = 0;
       for (i = 0; i <255; i = i+1) begin
            out = out + in[i];
        end
    end 
endmodule
==> run notes <==
Physical implementation.

- The worst hold path begins at in[4].
- The detailed router finished its first iteration with 54 violations.
- The kind of critical path is input pin to output pin.
- The pin count of the biggest net entering global routing is 7.
- The finished cells cover 0.00990 mm2.
- By instance count after routing, the leading logic cell type is sky130_fd_sc_hd__inv_1.
- The number of clock-tree buffers in the layout is 0.
- The initial antenna violation count came to 0.
- The number of buffers added to fix hold violations after cts is 0.
- The report shows a maximum critical-path fanout of 3.
- After global routing the overflow that remains totals 0.
- In the detailed route, the total length drawn on met2 is 7.26 mm.
- The measured slew at the worst slew-check pin is 0.443 ns.
- The routed design shows a via density per instance of 3.76.
- Pins over their slew limit in the final report were tallied at 0.
- Setup repair after global routing left no endpoint under its margin.
- The number of standard-cell rows in the floorplan is 55.
- The vertical die dimension is 154 um.
- The element type at the critical path end is an output pin.
- The number of different library cells in the post-synthesis netlist is 21.
- The placement report lists the number of port buffers as 263.
- OpenROAD reports that the post-layout worst path occupies 96.2% of the period.
- The floorplan-stage core utilization is 30.5%.
- The instance area at placement is 0.00990 mm2.
- For the worst setup path, the data required time is 11.92 ns.
- A synthesized cell averages 10.1 um2.
- The fmax is 69.8 MHz.
- The filler cells instantiated in the layout total 2157.
- After clock tree synthesis, the repair step resized 0 gates.
- The yosys stat cell total is 683.
- 263 I/O pins were placed.
- The worst min-delay path class is input pin to output pin.
- Across all stage logs, warnings added up to 34.
- Wire segments on met3 add up to 967 um in the final route.
- In the final layout, the share of cells above drive strength 1 is 0.106%.
- The first-pass GRT wire length is 23.3 mm.
- The first-pass detailed-route iteration total is 4.
- The number of failing hold endpoints at the final stage is 0.
- The utilization after layout is 43.7%.
- The arrival time of data at the worst endpoint is listed as 11.35 ns.
- Adding up every negative setup slack in the final design gives 0 ns.
- The total core area is 0.0226 mm2.
- The worst setup path is launched from an input pin.
- The flip-flop and latch area is 0 um2.
- The clock period minus worst slack is 14.33 ns.
- The cell area after synthesis is 0.00691 mm2.
- The area of the multi-input gates is 0.00550 mm2.
- Buffers added to address setup during post-CTS repair amount to 0.
- The number of warnings reported in the yosys synthesis log is 257.
- For this run, the script counts the antenna cells in the layout as 0.
- The total of max-cap violations is 0.
- The worst slew margin relative to its limit is 70.0%.
- Per the run report, area growth between synthesis and finish was 43.3%.
- The final route contains 4631 vias.
- The run finished with clean final reports.
- The die covers 0.0236 mm2.
- The sequential cell area fraction in the yosys report is 0%.
- The routed wirelength on the met1 layer is recorded as 5.46 mm.
- The number of cells on the worst hold path is 5.
- The congestion estimate from routability-driven global placement came to 0.799.
- The flip-flop and latch count is 0.
- Global routing consumed, over all layers together, 13.3% of the routing resources.
- The residual DRC count is 0.
- In the synthesis report, Yosys lists the chip area as 0.00691 mm2.
- For this run the detailed placement stage logged an HPWL of 14.1 mm.
- Leaving out fill and tap cells, the most frequent cells in the layout are sky130_fd_sc_hd__inv_1 (374), sky130_fd_sc_hd__clkdlybuf4s50_1 (263), sky130_fd_sc_hd__fa_1 (241).
- The last timing report of the flow puts the setup violation total at 0.
- The number of global-route vias before repair is 5257.
- The detailed router reported a total wirelength of 13.7 mm.
- The x dimension of the die is 154 um.
- The endpoint of the worst hold path is reported as out[0].
- The synthesized instance count is 683.
- The detailed router used layers up to and including met3.
- The routed design shows a wire length per standard cell of 11.1 um.
- The detail route stage leaves a number of antenna-violating nets equal to 0.
[cell type report]
| class | count | area share (%) |
|---|---|---|
| Inverter | 374 | 14.2 |
| Timing Repair Buffer | 263 | 26.6 |
| Tap cell | 285 | 3.60 |
| Multi-Input combinational cell | 309 | 55.6 |
[stage by stage]
step	hold WS, ns	setup slack, ns	cells
after floorplan	6.18	1.95	683
after global placement	7.02	0.583	1231
after detailed placement	7.02	0.560	1231
after CTS	7.02	0.567	1231
after global routing	7.08	0.198	1231
final	7.01	0.569	1231
[cell families after synthesis]
logic type / count (synthesis) / share of synthesized area [%]
buf+inv: 374 / 20.3
fa+ha+maj: 279 / 76.7
compound gates: 14 / 1.38
mux: 1 / 0.145
xor+xnor: 3 / 0.381
simple gates: 12 / 1.03
[Yosys cell counts]
master	n	area [um2]
sky130_fd_sc_hd__a21oi_1	4	20.0
sky130_fd_sc_hd__a41oi_1	1	8.76
sky130_fd_sc_hd__fa_1	241	4820
sky130_fd_sc_hd__ha_1	38	475
sky130_fd_sc_hd__inv_1	374	1400
sky130_fd_sc_hd__mux2i_1	1	10.0
sky130_fd_sc_hd__nand2_1	1	3.75
sky130_fd_sc_hd__nand3_1	1	5.00
sky130_fd_sc_hd__nor2_1	4	15.0
sky130_fd_sc_hd__nor2b_1	1	6.26
sky130_fd_sc_hd__nor2b_4	1	13.8
sky130_fd_sc_hd__nor3_1	2	10.0
sky130_fd_sc_hd__o211ai_1	1	7.51
sky130_fd_sc_hd__o21a_1	3	22.5
sky130_fd_sc_hd__o21ai_0	2	10.0
sky130_fd_sc_hd__o311ai_1	1	8.76
sky130_fd_sc_hd__o31a_1	2	17.5
sky130_fd_sc_hd__or4_1	1	7.51
sky130_fd_sc_hd__or4b_1	1	10.0
sky130_fd_sc_hd__xnor2_1	2	17.5
sky130_fd_sc_hd__xor2_1	1	8.76
[how the worst max path moves through the flow]
stage	startpoint	end	slack (ns)	cells past startpoint
after CTS	in[101]	out[6]	0.57	24
after global routing	in[101]	out[6]	0.20	24
final	in[101]	out[6]	0.57	24
[worst max-delay path: stages]
cell                              delay, ns
sky130_fd_sc_hd__clkdlybuf4s50_1       0.45
sky130_fd_sc_hd__inv_1                 0.05
sky130_fd_sc_hd__fa_1                  0.53
sky130_fd_sc_hd__inv_1                 0.05
sky130_fd_sc_hd__fa_1                  0.51
sky130_fd_sc_hd__fa_1                  0.45
sky130_fd_sc_hd__fa_1                  0.53
sky130_fd_sc_hd__inv_1                 0.05
sky130_fd_sc_hd__fa_1                  0.53
sky130_fd_sc_hd__inv_1                 0.08
sky130_fd_sc_hd__fa_1                  0.48
sky130_fd_sc_hd__inv_1                 0.06
sky130_fd_sc_hd__fa_1                  0.47
sky130_fd_sc_hd__fa_1                  0.54
sky130_fd_sc_hd__fa_1                  0.44
sky130_fd_sc_hd__fa_1                  0.53
sky130_fd_sc_hd__fa_1                  0.43
sky130_fd_sc_hd__fa_1                  0.42
sky130_fd_sc_hd__fa_1                  0.45
sky130_fd_sc_hd__nor2b_4               0.13
sky130_fd_sc_hd__o31a_1                0.17
sky130_fd_sc_hd__nor2_1                0.05
sky130_fd_sc_hd__o311ai_1              0.40
sky130_fd_sc_hd__clkdlybuf4s50_1       0.55
[routing by layer]
layer,vias to the layer above,global-route usage [%]
met5,-,0
met4,0,0
met3,0,2.50
met2,147,23.3
met1,2216,19.2
li1,2268,-
